===== config.mk =====
export PLATFORM = sky130hd
export DESIGN_NAME = TriDiagDet
export DESIGN_NICKNAME = TriDiagDet
export VERILOG_FILES = /design/flow/design.v
export SDC_FILE = /design/flow/constraint.sdc
export NUM_CORES = 4
export LEC_CHECK = 1
export CORE_UTILIZATION = 50

===== constraint.sdc =====
current_design TriDiagDet

set clk_period 57.8
set clk_io_pct 0.2

create_clock -name clk0 -period $clk_period [get_ports {clk}]

set non_clock_inputs [all_inputs -no_clocks]
set_input_delay [expr $clk_period * $clk_io_pct] -clock clk0 $non_clock_inputs
set_output_delay [expr $clk_period * $clk_io_pct] -clock clk0 [all_outputs]

===== design.v =====
module TriDiagDet #(
    parameter N = 16,  
    parameter WIDTH = 16  
)(
    input clk,
    input rst,
    input start,
    input ack,
    input [WIDTH*(N-1)-1:0] a_flat,   
    input [WIDTH*N-1:0] b_flat,       
    input [WIDTH*(N-1)-1:0] c_flat,   
    output reg done,
    output reg signed [4*WIDTH-1:0] det
);
    localparam IDLE = 1'd0, CALC = 1'd1;
    reg state = IDLE;
    reg [$clog2(N):0] i;
    reg signed [4*WIDTH-1:0] D0, D1, D2;
    always @(posedge clk or posedge rst) begin
        if (rst) begin
            state <= IDLE;
            i <= 0;
            D0 <= 0;
            D1 <= 0;
            D2 <= 0;
            det <= 0;
            done <= 0;
        end else begin
            case (state)
                IDLE: begin
                    done <= 0;
                    if (start) begin
                        D0 <= $signed(b_flat[0 +: WIDTH]);
                        D1 <= $signed($signed($signed(b_flat[WIDTH +: WIDTH])*$signed(b_flat[0 +: WIDTH])) - $signed($signed(a_flat[0 +: WIDTH])*$signed(c_flat[0 +: WIDTH])));
                        i <= 2;
                        state <= CALC;
                    end
                end
                CALC: begin
                    if (i < N) begin
                        D2 <= $signed($signed($signed(b_flat[i*WIDTH +: WIDTH])*D1) - $signed($signed(a_flat[(i-1)*WIDTH +: WIDTH])*$signed(c_flat[(i-1)*WIDTH +: WIDTH])*D0));
                        D0 <= D1;
                        D1 <= D2;
                        i <= i + 1;
                    end else begin
                        if (i == N) begin
                            det <= D1;
                            done <= 1;
                            i <= 0;
                        end else if (ack) begin
                            state <= IDLE;
                        end
                    end
                end
            endcase
        end
    end
endmodule

===== run.sh =====
#!/bin/bash
# OpenROAD 26Q1-2900-gdf79404cd8, Yosys 0.63+post, stock flow scripts
make -C /OpenROAD-flow-scripts/flow DESIGN_CONFIG=/design/flow/config.mk WORK_HOME=/design/flow/orfs finish

==> changes_impl.md <==
### Changed

- Seq share, synth: 6.13%
- Mapped Cells: about 11000
- OpenROAD warning count: 29
- Relative slew slack: between 30% and 40%
- Resized Gates After CTS: 0
- Ys cells: 11300
- Pre-placement core utilization: 50.4%
- Die area: about 220000 um^2
- Gr ovfl total: 0
- Post-route setup TNS: 0 ps
- Final std cells w/o fill: 14600
- Clk buf depth: 3
- CP Max Fanout: 38
- Number of enable flip-flop cells: 0
- Post-DRT Antenna Nets: 1
- Worst stage delay on the critical path: 940 ps
- Die Y-Extent: 465 um
- Largest net degree at the start of global routing: 84
- Final setup fails: 0
- Yosys chip area: roughly 110000 um^2
- Routed vias/inst: 5.54
- Proportion of layout cells with a drive suffix above 1: 5.49%
- Gpl congestion: 1.04
- Kind of critical path: in -> reg
- Hold Slack: 478 ps
- Ports: 805
- CTS clock-pin slew for the worst setup and hold paths: roughly 60 ps
- Area grow syn2layout: 11.9%
- R2r setup slk: approximately 38000 ps
- RSZ-0062 raised after global routing: false
- Total number of vias: 80700
- WP data required: around 60000 ps
- Total GRT Usage: 42.3%
- Mean post-synth cell area: 9.50 um^2
- Number of buffers created by CTS: 37
- Critical Path Start: c_flat[8]
- First-pass GRT wire length: 602000 um
- # rows: 169
- Post-CTS Hold Buffers: 0
- DP Cell Count: 14500
- TritonCTS clock tree: built
- DR pass1 iterations: 6
- Startpoint types: input pin
- Post-Route WL: 407000 um
- Commonest flop: dfrtp_1
- Port Buffer Count: 804
- HPWL after DPL: between 300000 and 400000 um
- FMAX: 0.0343 GHz
- Number of max-cap violations: 0
- Max-slew violation count: 0
- Reg2reg start: i[1]
- Worst hold path stage count: 2
- Depth of the most critical reg-to-reg path: 56
- Die W: 465 um
- Number of setup buffers added after CTS: 0
- Unique cell types: around 68
- Slew @ Worst Pin: approximately 1000 ps
- Most used cell, CP: fa_1
- Worst min path class: reg -> reg
- CTS sink count: between 200 and 300
- H-tree levels: 2
- Final Cycle Share: 50.4%
- Violated checks: antenna violations
- YS warnings: 1
- RR Endpoint: D2[63]
- Clock Skews: 43.7 ps
- Clk latency late pin: 590 ps
- Final min period: just under 30000 ps
- Antenna violations before repair: roughly 48
- Hold Crit Start: D2[0]
- Status: finished, violations left
- CP endpoint kind: flop
- Crit path max-delay cell type: clkdlybuf4s50_1
- Ys flops: 263
- Hold EP: D2[0]
- Post-synth design cell area: 107000 um^2
- Root buf cell: clkbuf_16
- Final hold vios: 0
- Worst EP arrival: 29630 ps
- DRC violations left: 0
- Core area: between 200000 and 250000 um^2
- Fillcell total: 18300
- Routed len/inst: 28.0 um
- DRT iter0 DRCs: 4380
- Async SR Flop Fraction: 100%
- Number of global-route vias before repair: roughly 89000
-- worst max-delay path: cells and delay by family --
family | cells | cell delay (ps)
adders and majority gates | 17 | 7740
AOI/OAI and AO/OA | 16 | 4600
and+or+nand+nor | 9 | 2500
buffers and inverters | 7 | 1700
xor gates and xnor gates | 3 | 760
muxes | 1 | 700
-- cell usage in the layout (no fill, tap or decap), types with 13 or more instances in the layout --
cell | Yosys | final
fa_1 | 2690 | 2689
inv_1 | 2308 | 2306
nand2_1 | 1611 | 1610
and2_1 | 1226 | 1225
clkdlybuf4s50_1 | 0 | 804
ha_1 | 486 | 482
buf_4 | 6 | 283
a21oi_1 | 267 | 267
dfrtp_1 | 263 | 257
nor2_1 | 263 | 257
nor2b_1 | 182 | 176
xnor2_1 | 179 | 162
mux4_2 | 152 | 152
o21ai_0 | 131 | 130
mux2i_1 | 107 | 107
and3_1 | 76 | 76
nand2b_1 | 77 | 75
mux2_2 | 64 | 64
a31oi_1 | 63 | 63
a21o_1 | 56 | 56
xor2_1 | 50 | 44
clkbuf_16 | 0 | 39
nor3_1 | 35 | 34
o21a_1 | 32 | 31
nand3_1 | 29 | 29
a221oi_1 | 26 | 26
a22oi_1 | 26 | 26
diode_2 | 0 | 25
o21bai_1 | 22 | 22
xnor2_2 | 0 | 17
a211oi_1 | 20 | 13
-- metal layers --
layer  part of all wire (%)  GRT usage (%)  vias to the layer above
met5                   0.49           6.26                        -
met4                    2.7           8.22                       68
met3                     20           33.7                      623
met2                     40           53.2                     4725
met1                     37           59.6                    41300
li1                       -              -                    34100
-- how the worst max path moves through the flow --
stage	to	slack [ps]	cells past startpoint
after CTS	D2[63]	28890	53
final	D2[63]	28670	53
after global routing	D2[62]	28050	56
-- metrics by stage --
stage	area [um^2]	setup slack (ps)	utilization, %
finish	120000	28670	56.4
global route	120000	28050	56.4
CTS	120000	28890	56.4
detailed placement	119000	28360	55.8
global placement	119000	28270	55.8
floorplan	107000	31020	-
-- cell type report --
class | count | area [um^2] | area share (%)
multi-input cells | 7995 | 89700 | 74.8
diodes | 25 | 62.6 | 0.0521
inverters | 2308 | 8670 | 7.22
repair buffers | 1088 | 10200 | 8.49
clock buffers | 51 | 1080 | 0.901
flip-flops and latches | 263 | 6600 | 5.50
clock inverters | 14 | 148 | 0.123
well taps | 2821 | 3530 | 2.94
-- sequential cells by signal (all words and copies together) (netlist names) --
name   flops
D0        64
D1        64
D2        64
det       64
i          5
done       1
state      1
-- synthesized netlist by cell type (all sizes together) (29+ instances only) --
library cell,count,area [um^2]
a21o,56,420
a21oi,267,1340
a31oi,63,394
and2,1228,7680
and3,76,475
buf,103,450
clkbuf,622,2330
dfrtp,263,6580
fa,2690,53900
ha,486,6080
inv,2308,8660
mux2,64,721
mux2i,107,1070
mux4,157,3550
nand2,1612,6050
nand2b,77,482
nand3,29,145
nor2,265,1000
nor2b,182,1140
nor3,35,175
o21a,32,240
o21ai,138,691
xnor2,179,1570
xor2,50,438
-- logic make-up (layout without fill, tap and decap cells) --
| group | after synthesis | count (layout) | share of synthesized area (%) |
|---|---|---|---|
| AND/OR/NAND/NOR | 3553 | 3553 | 16.3 |
| other | 0 | 25 | 0 |
| XOR/XNOR | 240 | 240 | 2.10 |
| flip-flops | 263 | 263 | 6.13 |
| AND-OR/OR-AND | 698 | 698 | 3.95 |
| buffers and inverters | 3033 | 3461 | 10.7 |
| adder cells (fa/ha/maj) | 3176 | 3176 | 55.9 |
| multiplexers | 328 | 328 | 4.98 |
